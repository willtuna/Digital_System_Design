$ cat design/flow/config.mk
export PLATFORM = sky130hd
export DESIGN_NAME = MagCompare_Behavioral
export DESIGN_NICKNAME = MagCompare_Behavioral
export VERILOG_FILES = /design/flow/design.v
export SDC_FILE = /design/flow/constraint.sdc
export NUM_CORES = 4
export LEC_CHECK = 1
export CORE_AREA = 10 10 70 70
export DIE_AREA = 0 0 80 80
$ cat design/flow/constraint.sdc
current_design MagCompare_Behavioral

set clk_period 1.6
set clk_io_pct 0.2

create_clock -name clk0 -period $clk_period

set non_clock_inputs [all_inputs -no_clocks]
set_input_delay [expr $clk_period * $clk_io_pct] -clock clk0 $non_clock_inputs
set_output_delay [expr $clk_period * $clk_io_pct] -clock clk0 [all_outputs]
$ cat design/flow/design.v
module MagComp (a,b,gt); 
		parameter k =8;
		input [k-1:0] a,b;
		output gt;
		wire [k-1:0] eqi = a ~^ b;  
		wire [k-1:0] gti = a & ~b;  
		wire [k:0] gtb = {  (   (eqi[k-1:0] & gtb[k-1:0]) | gti[k-1:0] ),1'b0 };
		assign gt = gtb[k];    
endmodule
module MagCompare_Behavioral(a,b,gt);
		parameter k= 8;
		input [k-1:0] a,b;
		output gt;
		assign gt = (a>b);   
endmodule
$ cat design/flow/run.sh
#!/bin/bash
# OpenROAD 26Q1-2900-gdf79404cd8, Yosys 0.63+post, stock flow scripts
make -C /OpenROAD-flow-scripts/flow DESIGN_CONFIG=/design/flow/config.mk WORK_HOME=/design/flow/orfs finish
==> notes.md <==
impl run done, here's what came out: run status finished clean, Layout area overhead 146%, final number of hold-violating endpoints 0, met3 wire len 102 um, routed length on met2 271 um, Antenna Nets Post-Route 0, Clock Buffer Count 0, overall die height 80 um, count of port buffers added during placement 17, DRC marker count from the first detailed-route iteration 0, area post-placement 444 sq um, number of warning messages in the logs 34, maximum operating frequency 634 MHz, cycle use final 0.985, total via count in the routed design 255, Fill cells 396, number of search-and-repair iterations in the first detailed-routing pass 1, total core area 3420 sq um, final routed wire length divided by cell count 9.41 um, final wirelength 856 um, num rows 21, Power Density 252 nW/um^2, area of the chip 6400 sq um, Reg area 0 sq um, critical path start-end classification in2out, element type at the critical path start input pin, registers 0, type of the worst min-delay path in2out, number of cells on the worst hold path 7, Die X 80 um, chip area in the Yosys report 216 sq um, Pleak 0.205 nW, shortest clock period the worst path allows after layout 1.58 ns, number of global-route vias before repair 275, yosys cell count 27, CP max stage cell sky130_fd_sc_hd__ha_4, total chip power 134 uW, maxcap violations 0, maximum number of pins on one net before global-route repair 4, detail-routed via count per cell 2.80, delay of the slowest critical-path stage 0.26 ns, Post-Synthesis Cells 27, fraction of final layout cells with drive strength greater than 1 0.711, setup tns final 0 ns, number of slew-limit violations in the final report 0, final setup vio count 0, Tightest Pin Transition 0.143 ns, Routability Congestion 0.858, Avg Cell Area, Syn 8.02 sq um, cell taking the most area after synthesis sky130_fd_sc_hd__ha_1, global-route wire length before repair 1310 um, Critical Path Fanout Max 2, antenna diode count 0, effective utilization at floorplan 0.0634, worst supply voltage drop on vdd 0.0457 mV, sequential area share after synthesis 0, sequence of cells on the critical path clkdlybuf4s15_1, ha_4, a21oi_2, o21ai_1, o22a_1, buf_2, data required time at the worst endpoint 1.28 ns, Synth top area share 0.462, setup repair after global routing missed its margin yes, # DRC 0, post-route cell area 532 sq um, leading post-synthesis cells by instance count 8 x sky130_fd_sc_hd__ha_1, 8 x sky130_fd_sc_hd__inv_1, 3 x sky130_fd_sc_hd__a21oi_1, wl on met1 481 um, post-synth cell types 11, sort of element at the end of the critical path primary output, overflow left after global routing 0, I/O pin count 17, worst max-slew margin expressed relative to the limit 0.904, count of warnings emitted by yosys 0, top layer used by detailed routing met3, global-route usage over all layers 0.0252, top post-synthesis cells by area sky130_fd_sc_hd__ha_1 46%, sky130_fd_sc_hd__inv_1 14%, sky130_fd_sc_hd__a21oi_1 6.9%, antenna violations before repair 0, Arrival @ worst endpoint 1.26 ns, cell area after technology mapping 216 sq um
[critical path: cells and delay by family]
kind | cells | cell delay [ns]
compound gates | 3 | 0.36
buf+inv | 2 | 0.31
fa+ha+maj | 1 | 0.26
[report_power, final]
group | total (mW) | switching (mW) | internal [mW]
sequential | 0 | 0 | 0
combinational | 0.134 | 0.0547 | 0.0795
clock | 0 | 0 | 0
total | 0.134 | 0.0547 | 0.0795
[metrics by stage]
stage / std cells / utilization / worst slack (ns) / hold WS, ns
floorplan: 27 / - / 0.223 / 0.947
global placement: 90 / 0.130 / -0.755 / 1.93
detailed placement: 90 / 0.130 / -0.765 / 1.94
CTS: 90 / 0.157 / -0.0200 / 1.23
global route: 91 / 0.156 / -0.0318 / 1.27
finish: 91 / 0.156 / 0.0237 / 1.23
[per-layer routing]
metal / vias to the layer above / GRT usage
met2: 15 / 0.0329
met4: 0 / 0
met5: - / 0
met3: 0 / 0.0102
li1: 132 / -
met1: 108 / 0.0389
[layout make-up]
cell class / instances / area [sq um] / share of cell area
repair buffers: 18 / 145 / 0.273
inverters: 8 / 32.5 / 0.0612
multi-input cells: 19 / 297 / 0.558
well taps: 46 / 57.6 / 0.108
[kinds of logic (layout without fill, tap and decap cells)]
| logic type | after synthesis | in the layout | synth area share |
|---|---|---|---|
| compound gates | 7 | 7 | 0.231 |
| fa+ha+maj | 8 | 8 | 0.462 |
| buf+inv | 8 | 26 | 0.139 |
| simple gates | 4 | 4 | 0.168 |
[final timing paths]
path / startpoint / to / slack [ns]
worst max-delay path: a[5] / gt / 0.02
worst min-delay path: b[7] / gt / 1.23
[layout by cell type (no fill, tap or decap)]
cell type	count
sky130_fd_sc_hd__nand4_4	1
sky130_fd_sc_hd__nor2b_4	1
sky130_fd_sc_hd__nand2_1	1
sky130_fd_sc_hd__buf_6	2
sky130_fd_sc_hd__o211ai_2	1
sky130_fd_sc_hd__clkdlybuf4s15_1	8
sky130_fd_sc_hd__inv_2	6
sky130_fd_sc_hd__o21ai_1	1
sky130_fd_sc_hd__buf_4	1
sky130_fd_sc_hd__buf_2	2
sky130_fd_sc_hd__o22a_1	1
sky130_fd_sc_hd__clkbuf_2	5
sky130_fd_sc_hd__a21oi_2	4
sky130_fd_sc_hd__inv_1	1
sky130_fd_sc_hd__inv_4	1
sky130_fd_sc_hd__nand4_1	1
sky130_fd_sc_hd__ha_4	7
sky130_fd_sc_hd__ha_2	1
[repair_timing]
item | CTS | global route
endpoints found under the setup margin | 1 | 1
pin swaps | 14 | 10
hold buffers | 0 | 0
buffers inserted | 0 | 1
gates resized | 57 | 11
Power figures rest on the tool's default switching activity, not on a simulated workload.
