--- ./design.v ---
module AddSub_Beh(a,b,sub,s,ovf);
		parameter n = 8;		
		input [n-1:0] a,b;
		input sub;
		output [n-1:0] s;
		output ovf;
		wire c1,c2 ;  
		assign ovf = c1 ^ c2;  
		assign {c1,s[n-2:0]}  =  a[n-2:0] + (b[n-2:0] ^ {n-1{sub}}) + sub;
		assign {c2, s[n-1] } = a[n-1] + (b[n-1]^ sub) + c1;
endmodule
--- ./run.sh ---
#!/bin/bash
# OpenROAD 26Q1-2900-gdf79404cd8, Yosys 0.63+post, stock flow scripts
make -C /OpenROAD-flow-scripts/flow DESIGN_CONFIG=/design/flow/config.mk WORK_HOME=/design/flow/orfs finish
--- ./config.mk ---
export PLATFORM = sky130hd
export DESIGN_NAME = AddSub_Beh
export DESIGN_NICKNAME = AddSub_Beh
export VERILOG_FILES = /design/flow/design.v
export SDC_FILE = /design/flow/constraint.sdc
export NUM_CORES = 4
export LEC_CHECK = 1
export CORE_AREA = 10 10 70 70
export DIE_AREA = 0 0 80 80
--- ./constraint.sdc ---
current_design AddSub_Beh

set clk_period 6.7
set clk_io_pct 0.2

create_clock -name clk0 -period $clk_period

set non_clock_inputs [all_inputs -no_clocks]
set_input_delay [expr $clk_period * $clk_io_pct] -clock clk0 $non_clock_inputs
set_output_delay [expr $clk_period * $clk_io_pct] -clock clk0 [all_outputs]
==> Slide: Implementation Results <==
Run Summary

Global routing
  – Initial antenna violation count: 0
  – Gr usage total: 0.0384
  – Largest net degree at the start of global routing: 9
  – First-pass GRT wire length: 2.03 mm
  – Total congestion overflow: 0
  – Vias in the first global route: 460

Drt
  – Post-Route WL: 1.26 mm
  – DR WL/cell: 10.3 um
  – Residual DRC count: 0
  – Antenna Nets Post-Route: 0
  – Vias: 433
  – 1st-pass router iterations: 2
  – Via density: 3.55
  – DR iter-0 viols: 10
  – Antenna Cells: 0

Placed design
  – Gpl congestion: 0.767
  – Place WS: 948 ps
  – DP Wirelength: 1.17 mm
  – # port buffers: 26
  – Post-Place Cells: 122

Synthesis
  – Avg Inst Size Synth: 8.07 um2
  – Synthesis Warnings: 0
  – Yosys Instances: 51
  – Mapped Cells: 51
  – Seq/Total Area, Yosys: 0
  – Distinct lib cells used: 21
  – Post-Synthesis Cell Area: 412 um2
  – Yosys stat area: 412 um2

STA
  – Setup TNS Final: 0 ps
  – Least-Margin Pin Slew: 414 ps
  – Slack of the critical path: 1010 ps
  – RSZ-0062 raised after global routing: no
  – Period minus WS final: 5690 ps
  – Final Hold Fails: 0
  – Max Clk Rate: 0.176 GHz
  – Slew HR: 0.723
  – Pins Over Slew Limit: 0
  – Tcrit/Tclk final: 0.850
  – Final setup fails: 0

Setup path
  – Crit path capture type: output port
  – Worst path cell trace: clkdlybuf4s50_1 -> xor2_1 -> ha_1 -> a2111o_1 -> a31oi_1 -> o41a_1 -> fa_1 -> xor2_1 -> clkdlybuf4s50_1
  – Crit path arrival time: 4350 ps
  – Critical path buffer and inverter count: 2
  – Crit path DRT: 5360 ps
  – Crit path max fanout: 8
  – Crit path max-delay family: buffers and inverters
  – Crit Path Class: in -> out
  – Worst path slowest cell: clkdlybuf4s50_1
  – CP startpoint kind: input port
  – Critical path's largest stage delay: 620 ps

Floorplanning
  – DIE WIDTH: 80 um
  – Die H: 80 um
  – Core area: 0.00342 mm2
  – I/O pin total: 26
  – Row cnt: 21
  – Fp_density: 0.121
  – Die area: 0.00640 mm2

Outcome
  – Status: completed

Pwr
  – Flop pwr share: 0
  – P_sw: 0.0000304 W
  – Combinational power share: 1.000
  – Maximum vdd drop: 0.0000518 V
  – Power Dens Cells: 118 mW/mm2
  – Clock power frac: 0
  – Int Pwr: 0.0000540 W
  – Leak Pwr: 0.296 nW
  – Sw Share: 0.361

Final layout
  – Share of cells above drive strength 1: 0.0132
  – Flop count: 0
  – Flop area: 0 um2
  – Syn-to-layout area delta: 74.5%
  – Clkbuf count: 0
  – Non-Filler Instances: 122
  – Fin util: 0.210

Clocking
  – CTS Hold Buffers Added: 0
  – CTS resizes: 0
  – Post-CTS repair timing setup buffer count: 0

Hold path
  – Worst hold path type: in -> out

Job
  – Max_cap viols: 0
  – Total tool warning count: 32
## stage by stage
step	power, W	cell area, um2	hold WS [ps]
3_3_place_gp	0.0000861	718	3670
3_5_place_dp	0.0000866	718	3660
4_1_cts	0.0000874	718	3670
2_1_floorplan	0.0000382	412	2710
5_1_grt	0.0000963	718	3700
6_report	0.0000844	718	3660
## layout make-up
type	count	area, um2
multi-input cells	43	374
repair buffers	26	260
inverters	7	26.3
fillers	405	2700
well taps	46	57.6
## placed cells by master, fill, tap and decap left out, drive strengths merged
cell / instances
a2111o: 1
nand3: 1
a31oi: 1
nor2b: 2
a21oi: 2
o311ai: 1
mux2: 1
ha: 6
xor2: 10
nor2: 2
nand2b: 1
nand2: 2
o41a: 1
xnor2: 2
clkdlybuf4s50: 26
a311oi: 1
o21a: 2
o2111ai: 1
inv: 7
nor3: 4
fa: 2
## kinds of logic (layout without fill, tap and decap cells)
| logic type | after synthesis | after routing | synth area share |
|---|---|---|---|
| buffers and inverters | 8 | 33 | 0.0912 |
| xor gates and xnor gates | 12 | 12 | 0.255 |
| AOI/OAI and AO/OA | 10 | 10 | 0.195 |
| adders and majority gates | 8 | 8 | 0.280 |
| and+or+nand+nor | 12 | 12 | 0.143 |
| muxes | 1 | 1 | 0.0365 |
## metal layers
metal	part of all wire	up-vias	global-route usage
met5	0	-	0
met4	0	0	0
met1	0.55	186	0.0585
met2	0.39	17	0.0578
met3	0.053	0	0.00682
li1	-	230	-
## power by group through the flow
stage | Combinational, W | Sequential (W) | Clock, W
final | 0.0000844 | 0 | 0
after global routing | 0.0000963 | 0 | 0
after CTS | 0.0000874 | 0 | 0
## worst paths after layout
path	slack, ps	depth (start not counted)	from	endpoint
setup / recovery	1010	9	sub	ovf
hold / removal	3660	3	a[0]	s[0]
## synth_stat cells, drive strengths merged, types with 2 or more instances
cell type   n  share of area
a21oi       2          0.024
nor3        4          0.049
xor2       10           0.21
nand2       2          0.018
fa          2          0.097
inv         7          0.064
ha          6           0.18
nor2        2          0.018
nor2b       2          0.030
xnor2       2          0.043
o21a        2          0.036
Power and IR drop assume default switching activity.
