### design/flow/design.v
module AddSub_Beh_with_Singed_ext(a,b,sub,s,ovf);
		parameter n = 8;		
		parameter m = 4;
		input [n-1:0] a;
		input [m-1:0] b;
		wire [n-1:0] ext_b    = {   {n-m+1{b[m-1]}}  , b[m-2:0]};  
		input sub;
		output [n-1:0] s;
		output ovf;
		wire c1,c2 ;  
		assign ovf = c1 ^ c2;  
		assign {c1,s[n-2:0]}  =  a[n-2:0] + (ext_b[n-2:0] ^ {n-1{sub}}) + sub;
		assign {c2, s[n-1] } = a[n-1] + (ext_b[n-1]^ sub) + c1;
endmodule
### design/flow/run.sh
#!/bin/bash
# OpenROAD 26Q1-2900-gdf79404cd8, Yosys 0.63+post, stock flow scripts
make -C /OpenROAD-flow-scripts/flow DESIGN_CONFIG=/design/flow/config.mk WORK_HOME=/design/flow/orfs finish
### design/flow/constraint.sdc
current_design AddSub_Beh_with_Singed_ext

set clk_period 5.8
set clk_io_pct 0.2

create_clock -name clk0 -period $clk_period

set non_clock_inputs [all_inputs -no_clocks]
set_input_delay [expr $clk_period * $clk_io_pct] -clock clk0 $non_clock_inputs
set_output_delay [expr $clk_period * $clk_io_pct] -clock clk0 [all_outputs]
### design/flow/config.mk
export PLATFORM = sky130hd
export DESIGN_NAME = AddSub_Beh_with_Singed_ext
export DESIGN_NICKNAME = AddSub_Beh_with_Singed_ext
export VERILOG_FILES = /design/flow/design.v
export SDC_FILE = /design/flow/constraint.sdc
export NUM_CORES = 4
export LEC_CHECK = 1
export CORE_AREA = 10 10 70 70
export DIE_AREA = 0 0 80 80
==> flow_summary.toml <==
# synthesis and place-and-route metrics
[yosys]
yosys.area.top_type = "ha_1"
ys_cells = 47
fa_ha_area_share_pct = 31.2
yosysTopAreaCellShare_pct = 20.3
mux_share_pct = 4.07
synthCells = 47
ys_sh_xor_pct = 19.0
synthTopLogicFamily = "adder cells"
ys_warn_count = 0
aoi_share_pct = 21.7
syn_area_um2 = 369
synth_cell_type_count = 20
seq_area_frac_synth_pct = 0
syn_avg_cell_area_um2 = 7.85
topCellsByArea = "ha_1, xor2_1, fa_1"
ys_area_um2 = 369
ys_sh_simple_pct = 15.9

[job]
cap_violations = 0
tool_warnings = 32

[die]
core_area_um2 = 3420
fp_util_pct = 10.8
die_y_um = 80
die_area_um2 = 6400
io_pins = 22
num_rows = 21
die_w_um = 80

[detailed_routing]
routed_wl_um = 1110
drtIter0Drc = 9
wl_per_cell_um = 9.64
num_antenna_cells = 0
first_pass_iters = 4
routed_via_density = 3.42
dr_total_vias = 393
antenna_left = 0
drc = 0

[pwr]
irDropWorstVdd_mv = 0.0461
p_leak_uw = 0.000272
power.density_nw_per_um2 = 145

[sta]
relSlewSlack_pct = 68.4
fin_crit_sh_pct = 92.1
timing.final.crit_period_ps = 5340
rsz0062_at_grt = "false"
final.setup.tns_ps = 0
setup_viol = 0
tightest_slew_ps = 472
hold_viol = 0
finalMaxSlewViolations = 0
max_freq_mhz = 187

[critical_path]
path_class = "in -> out"
worstSetupStartpointType = "input pin"
crit_family = "buffers and inverters"
worstPathArrival_ps = 4180
crit_path_end_kind = "output port"
max_stage_delay_ps = 560
crit_chain = "clkdlybuf4s50_1 > xor2_1 > ha_1 > a2111o_1 > a31oi_1 > o41a_1 > fa_1 > xor2_1 > clkdlybuf4s50_1"
cp.required_ps = 4640
crit_buf_inv = 2
path_max_fanout = 5
slowest_stage = "clkdlybuf4s50_1"

[placement]
gp_congestion = 0.718
placed_cells = 115
io_buffers = 22
dpl.hpwl_um = 1000

[finish]
drive_above_1_share_pct = 1.45
clkbuf_count = 0
lay_top_count = "clkdlybuf4s50_1"
area_delta_synth_final_pct = 75.3
layout_top_cells = "clkdlybuf4s50_1, inv_1, xor2_1"
n_sequential_cell = 0
final_cell_count_no_fill = 115
fillerInstances = 393
flop_area_um2 = 0

[global_routing]
grt_pass1_wl_um = 1720
grt_pass1_vias = 357
grt-ovfl-total = 0
grt_max_degree = 7
grt.total_usage_pct = 3.26
antenna_found_initial = 0

[min_path]
hold_class = "in -> out"

[cts]
post_cts_resized = 0
cts_setup_buffers = 0
hold_buffers = 0

[outcome]
status = "completed"
where the power goes:
| part | internal, uW | switching (uW) | total [uW] | leakage (uW) |
|---|---|---|---|---|
| Sequential | 0 | 0 | 0 | 0 |
| Clock | 0 | 0 | 0 | 0 |
| Combinational | 58.8 | 34.7 | 93.5 | 0.000272 |
final timing paths:
check,from,endpoint,slack (ps),cells past startpoint
worst min-delay path,a[0],s[0],3300,3
worst max-delay path,sub,ovf,460,9
Yosys cell counts, drive strengths merged:
cell type,count
nor3,4
xnor2,1
a31oi,1
o311ai,1
o41a,1
a2111o,1
a311oi,1
fa,2
nand2,2
nor2b,2
o2111ai,1
xor2,7
o21a,2
nand2b,1
nor2,2
inv,8
mux2,1
a21oi,2
nand3,1
ha,6
metrics by stage:
| step | utilization, % | power [uW] | setup WS, ps | hold WS, ps | cell area, um^2 |
|---|---|---|---|---|---|
| after floorplan | - | 41.8 | 1770 | 2350 | 369 |
| final | 18.9 | 93.5 | 457 | 3300 | 647 |
| after CTS | 18.9 | 96.2 | 425 | 3310 | 647 |
| after global routing | 18.9 | 106 | 257 | 3320 | 647 |
| after global placement | 18.9 | 94.4 | 439 | 3290 | 647 |
| after detailed placement | 18.9 | 95.3 | 428 | 3310 | 647 |
tightest hold or removal path, cell delays in order:
cell             delay [ps]
clkdlybuf4s50_1         500
xor2_1                   80
clkdlybuf4s50_1         410
layout make-up:
class,count,area [um^2],share of cell area (%)
Multi-Input combinational cell,39,339,52.4
Tap cell,46,57.6,8.90
Timing Repair Buffer,22,220,34.0
Inverter,8,30.0,4.64
logic make-up after synthesis:
group                    count (synthesis)
buffers and inverters                    8
multiplexers                             1
XOR/XNOR                                 8
AND-OR/OR-AND                           10
AND/OR/NAND/NOR                         12
adder cells (fa/ha/maj)                  8
layer usage:
metal  GRT usage (%)  vias up  routed length, um
li1                -      214                  -
met1            4.71      168                527
met2            4.65       11                467
met3            1.36        0                114
met4               0        0                  0
met5               0        -                  0
Power figures rest on the tool's default switching activity, not on a simulated workload.
